--- flow/config.mk ---
export PLATFORM = sky130hd
export DESIGN_NAME = LFSR_challenge_bits
export DESIGN_NICKNAME = LFSR_challenge_bits
export VERILOG_FILES = /design/flow/design.v
export SDC_FILE = /design/flow/constraint.sdc
export NUM_CORES = 4
export LEC_CHECK = 1
export CORE_AREA = 10 10 87 87
export DIE_AREA = 0 0 97 97
--- flow/constraint.sdc ---
current_design LFSR_challenge_bits

set clk_period 1.6
set clk_io_pct 0.2

create_clock -name clk0 -period $clk_period [get_ports {clk}]

set non_clock_inputs [all_inputs -no_clocks]
set_input_delay [expr $clk_period * $clk_io_pct] -clock clk0 $non_clock_inputs
set_output_delay [expr $clk_period * $clk_io_pct] -clock clk0 [all_outputs]
--- flow/design.v ---
`timescale 1ns / 1ps
module Dff
(
input D,clk,rst,
output reg q
);
always @(posedge clk) begin
if (rst)
q <= 1'b1;
else
q <= D;
end
endmodule
`timescale 1ns / 1ps
module LFSR_challenge_bits
#(parameter N=32)
(
input clk,rst,
output [N-1:0]c_bits
);
wire [N-2:0]h;
wire w11,w12,w13,w14;
assign h=31'b1010101010101001101010101010100;
generate
genvar K;
for(K = 1; K < N ; K = K + 1)
begin: Dffs
Dff dff(c_bits[K],clk,rst,c_bits[K-1]);  
end
endgenerate 
assign w11=c_bits[0]^(c_bits[1]*h[0])^(c_bits[2]*h[1])^(c_bits[3]*h[2])^(c_bits[4]*h[3])^(c_bits[5]*h[4])^(c_bits[6]*h[5])^(c_bits[7]*h[6]);
assign w12=w11^(c_bits[8]*h[7])^(c_bits[9]*h[8])^(c_bits[10]*h[9])^(c_bits[11]*h[10])^(c_bits[12]*h[11])^(c_bits[13]*h[12])^(c_bits[14]*h[13])^(c_bits[15]*h[14]);
assign w13=w12^(c_bits[16]*h[15])^(c_bits[17]*h[16])^(c_bits[18]*h[17])^(c_bits[19]*h[18])^(c_bits[20]*h[19])^(c_bits[21]*h[20])^(c_bits[22]*h[21])^(c_bits[23]*h[22]);
assign w14=w13^(c_bits[24]*h[23])^(c_bits[25]*h[24])^(c_bits[26]*h[25])^(c_bits[27]*h[26])^(c_bits[28]*h[27])^(c_bits[29]*h[28])^(c_bits[30]*h[29])^(c_bits[31]*h[30]);
Dff d32(w14,clk,rst,c_bits[31]);
endmodule
--- flow/run.sh ---
#!/bin/bash
# OpenROAD 26Q1-2900-gdf79404cd8, Yosys 0.63+post, stock flow scripts
make -C /OpenROAD-flow-scripts/flow DESIGN_CONFIG=/design/flow/config.mk WORK_HOME=/design/flow/orfs finish
==> run summary <==
Notes on the flow outputs.

- The worst IR drop on VDD is 0.000257 V.
- The DRC violation count after routing is 0.
- The most frequent standard cell in the layout excluding fill and tap cells is sky130_fd_sc_hd__clkdlybuf4s50_1.
- Yosys stat counts 114 cells in the synthesized netlist.
- For this design, the CTS-stage hold fixing added 0 buffers.
- The number of antenna violations at the first check in global routing reads 0.
- The per-cell routed wire length is 11.4 um.
- The worst clock skew on the final layout is 0.00826 ns.
- The average size of a mapped cell reads 10.7 um^2.
- The worst path setup slack after routing reads 0.125 ns.
- For reference, the critical path cell chain is clkdlybuf4s50_1.
- After routing, the total negative slack on setup checks comes to 0 ns.
- The post-CTS setup repair buffer count is 0.
- The post-route netlist has 33.1% of its cells at a drive strength greater than 1.
- The total congestion overflow after global routing is 0.
- The reported max-cap violation count reads 0.
- The floorplan has 27 rows.
- Before placement the cells fill 21.7% of the core.
- The number of pins with negative max-slew slack in the final report is 0.
- The via count of the first global-routing pass reads 596.
- The worst slew margin relative to its limit is 84.6%.
- Hold is met by 0.434 ns.
- The type of the worst min-delay path is flop to flop.
- The total number of vias reads 619.
- The diode insertion count for antenna repair reads 0.
- The power per cell area reads 995 mW/mm^2.
- The number of H-tree levels is 2.
- The kind of start point of the critical path is a flop.
- The count of buffers inserted at the top-level ports is 33.
- The switching power of the nets is 299 uW.
- Once synthesis finished, the tally of register bits stood at 32.
- The largest net degree at the start of global routing reads 33.
- The die span in y reads 97 um.
- Data arrives at the worst endpoint at 1.15 ns.
- The largest driver fanout on the critical path reads 3.
- The pin closest to its max-slew limit shows a slew of 0.230 ns.
- The master cell of the clock root buffer is sky130_fd_sc_hd__clkbuf_8.
- By area the synthesized netlist is led by sky130_fd_sc_hd__dfxtp_1 (52%), sky130_fd_sc_hd__buf_4 (20%), sky130_fd_sc_hd__or2_2 (16%).
- The hold violation total from the final report reads 0.
- The library cell contributing the largest single delay on the critical path is sky130_fd_sc_hd__clkdlybuf4s50_1.
- The total power is 1480 uW.
- The cell family contributing the most delay on the critical path reads buffers and inverters.
- The portion of the post-synthesis area used by sequential elements is 52.4%.
- Per the CTS log, the buffer count on the longest clock path is 2.
- The total cell area reported by yosys after synthesis is 0.00122 mm^2.
- The flow ran to the end, and the final reports show no timing, DRC or antenna violations.
- The warning tally printed by Yosys for this design is 1.
- The cell type with the largest total area reads sky130_fd_sc_hd__dfxtp_1.
- The detail route stage leaves a number of antenna-violating nets equal to 0.
- The DRC violation total after the first TritonRoute iteration is 23.
- The worst-case setup slack after placement is 0.215 ns.
- The highest cell delay on the worst timing path is 0.49 ns.
- For this run, the total global-route usage over all layers was measured as 4.62%.
- According to the floorplan report, the placeable core area is 0.00564 mm^2.
- The stage-log warning count reads 25.
- The number of sinks handled by clock tree synthesis reads 32.
- The worst setup path is of the flop to primary output kind.
- The top-area cell type share of the netlist area reads 52.4%.
- The first global-routing pass estimated 3.44 mm of wire.
- OpenROAD reports that the post-layout worst path occupies 92.2% of the period.
- The count of unique library cells instantiated by Yosys is 7.
- The later pin in the worst-skew pair is clocked with a latency of 0.28 ns.
- The CTS report gives the tree buffer count as 5.
- Counting I/O delays and the setup requirement, the final critical path takes 1.47 ns.
- The top-level I/O count reads 34.
- The buffer and inverter count on the worst path is 1.
- The leakage power in the latest report is 0.000540 uW.
- In this run the horizontal extent of the chip is 97 um.
- The required time reported for the critical path endpoint reads 1.28 ns.
- The quantity of gates resized following cts is 0.
- After floorplanning, the die was sized to cover 0.00941 mm^2.
- The cell count after synthesis reads 114.
- The share of total power dissipated in sequential elements is 54.8%.
- The first detailed-routing pass ran for 2 iterations.
- The routed design has 2.19 mm of wire.
- The highest attainable clock frequency reads 678 MHz.
- The number of setup violations in the final report is 0.
- Of the total power, combinational logic draws 4.1%.
- The switching share of power reads 20.1%.
- The last weighted congestion value of the routability-driven placer reads 0.712.
- The clock tree from TritonCTS is yes.
- In the CTS report, the clock slew at the register clock pins of the worst setup and hold paths is listed as 0.07 ns.
- The average vias per placed instance reads 3.21.
- STA classifies the critical path endpoint as a primary output.
- The layout-stage area growth over the synthesis result reads 22.0%.
- The power share of the clock group is 41.1%.
- The internal power consumption reads 1190 uW.
- The synthesized area is 0.00122 mm^2.
- Setup repair after global routing left no endpoint under its margin.
- The most common logic cells in the final layout are sky130_fd_sc_hd__clkdlybuf4s50_1 (33), sky130_fd_sc_hd__dfxtp_1 (32), sky130_fd_sc_hd__or2_2 (31), sky130_fd_sc_hd__xnor2_1 (13), sky130_fd_sc_hd__clkbuf_8 (6).
- The post-route utilization of the core is recorded as 26.5%.
==> kinds of logic after synthesis <==
group / synth area share (%)
buffers and inverters: 20.6
flip-flops: 52.4
AND/OR/NAND/NOR: 16.4
XOR/XNOR: 10.7
==> power by group through the flow <==
stage / Sequential, uW / Combinational, uW / Clock (uW)
after CTS: 814 / 61.4 / 639
after global routing: 814 / 67.5 / 682
final: 814 / 60.2 / 611
==> cells in the mapped netlist <==
cell / instances
sky130_fd_sc_hd__or2_2: 31
sky130_fd_sc_hd__xnor2_1: 13
sky130_fd_sc_hd__buf_4: 32
sky130_fd_sc_hd__nand2b_1: 1
sky130_fd_sc_hd__clkbuf_1: 3
sky130_fd_sc_hd__xor2_1: 2
sky130_fd_sc_hd__dfxtp_1: 32
==> flip-flops by register name, indices dropped and copies added, names as in the netlist <==
| register | cells |
|---|---|
| Dffs.dff.q | 31 |
| d32.q | 1 |
==> stage by stage <==
| stage | instance area (um^2) | cells |
|---|---|---|
| final | 1490 | 193 |
| after global routing | 1490 | 193 |
| after CTS | 1490 | 193 |
| after detailed placement | 1400 | 185 |
| after global placement | 1400 | 185 |
| after floorplan | 1220 | 114 |
==> cell type report <==
cell class,count,area (um^2)
multi-input cells,47,332
clock buffers,6,82.6
well taps,72,90.1
fillers,603,4150
flip-flops and latches,32,641
repair buffers,34,338
clock inverters,2,10.0
==> layer usage <==
layer	share of wire, %	wire length, um	up-vias	global-route usage [%]
li1	-	-	320	-
met1	47	1030	267	5.93
met2	38	835	28	6.03
met3	14	301	4	3.51
met4	1.2	26	0	0.789
met5	0	0	-	0
==> final timing paths <==
| kind | startpoint | to | slack [ns] | depth (start not counted) |
|---|---|---|---|---|
| setup / recovery | Dffs[24].dff.q$_SDFF_PP1_ | c_bits[23] | 0.13 | 1 |
| hold reg to reg | Dffs[2].dff.q$_SDFF_PP1_ | Dffs[1].dff.q$_SDFF_PP1_ | 0.43 | 1 |
| hold / removal | Dffs[2].dff.q$_SDFF_PP1_ | Dffs[1].dff.q$_SDFF_PP1_ | 0.43 | 1 |
| setup reg to reg | Dffs[14].dff.q$_SDFF_PP1_ | d32.q$_SDFF_PP1_ | 0.39 | 5 |
Power and IR drop assume default switching activity.
